==> run.sh <==
#!/bin/bash
# OpenROAD 26Q1-2900-gdf79404cd8, Yosys 0.63+post, stock flow scripts
make -C /OpenROAD-flow-scripts/flow DESIGN_CONFIG=/design/flow/config.mk WORK_HOME=/design/flow/orfs finish
==> config.mk <==
export PLATFORM = sky130hd
export DESIGN_NAME = store_decoder
export DESIGN_NICKNAME = store_decoder
export VERILOG_FILES = /design/flow/design.v
export SDC_FILE = /design/flow/constraint.sdc
export NUM_CORES = 4
export LEC_CHECK = 1
export CORE_AREA = 10 10 70 70
export DIE_AREA = 0 0 80 80
==> constraint.sdc <==
current_design store_decoder

set clk_period 3.7
set clk_io_pct 0.2

create_clock -name clk0 -period $clk_period

set non_clock_inputs [all_inputs -no_clocks]
set_input_delay [expr $clk_period * $clk_io_pct] -clock clk0 $non_clock_inputs
set_output_delay [expr $clk_period * $clk_io_pct] -clock clk0 [all_outputs]
==> design.v <==
`timescale 1ns / 1ps
module store_decoder (
    input  logic [2:0]  func3,            
    input  logic [1:0]  address_offset, 
    input  logic [31:0] store_data_raw, 
    output logic [3:0]  byte_enable, 
    output logic [31:0] store_data
);
  always_comb begin
    byte_enable = 4'b0000;
    store_data  = 32'b0;
    case (func3)
      3'b000: begin
        byte_enable = 4'b0001 << address_offset;
        store_data  = {24'b0, store_data_raw[7:0]} << (8 * address_offset);
      end
      3'b001: begin
        if (address_offset[0] == 1'b0) begin
          byte_enable = 4'b0011 << address_offset;
          store_data  = {16'b0, store_data_raw[15:0]} << (8 * address_offset);
        end
      end
      3'b010: begin
        if (address_offset == 2'b00) begin
          byte_enable = 4'b1111;
          store_data  = store_data_raw;
        end
      end
      default: begin
        byte_enable = 4'b0000;
        store_data  = 32'b0;
      end
    endcase
  end
endmodule
==> flow_summary.yaml <==
# yosys + openroad results
yosys:
  ys_types: 22
  ys_cells: 62
  netlist_instances: 62
  yosysTopAreaCell: "a22o_1"
  ys_seq_share: 0
  synth_chip_area_um2: 494
  top_cell_area_share: 0.266
  syn_avg_cell_area_um2: 7.97
  synth_area_um2: 494
  yosysWarnings: 1
  synth.top_cells.by_count: "15 x a22o_1, 9 x and2_1, 8 x a221o_1, 8 x and3_1"
  area_leaders: "a22o_1 27%, a221o_1 16%, and2_1 11%, and3_1 10%, nor4b_4 4.8%"
  yosys.cell_count.top_type: "a22o_1"
floorplanning:
  die_x_um: 80
  die_h_um: 80
  rows: 21
  core_area_um2: 3420
  dieArea_um2: 6400
  ios: 73
  fp-utilization: 0.145
timing:
  fin_ws_ns: 0.273
  max_slew.worst_pin.slew_ns: 0.435
  fin_setup_tns_ns: 0
  finalWorstPathRequiredPeriod_ns: 3.43
  rsz0062_at_grt: "no"
  maxSlewHeadroom: 0.708
  timing.final.crit_share: 0.926
  maxSlewViolCount: 0
  timing.fmax_mhz: 292
  hold_viol: 0
  whs_ns: 2.47
  setup_viol: 0
clocking:
  post_cts.repair.setup_buffers: 0
  ctsResizeCount: 0
  ctsHoldBuffers: 0
power_and_ir_drop:
  cellLeakagePower_nw: 0.509
  p_sw_frac: 0.298
  switchingPower_w: 0.0000272
  clockPowerShare: 0
  power.density_nw_per_um2: 70.6
  intPower_w: 0.0000640
  pwr-share-comb: 1.000
  peakVddDrop_v: 0.0000369
  total_power_w: 0.0000912
  pwr-share-seq: 0
critical_path:
  crit_path_max_fanout: 9
  crit_type: "in -> out"
  path_common_cell: "clkdlybuf4s50_1"
  start_kind: "input port"
  slowest_delay_ns: 0.53
  required_ns: 2.96
  crit_path_end_kind: "primary output"
  path_cells: "clkdlybuf4s50_1 -> nor3_1 -> a21boi_2 -> and2_1 -> clkdlybuf4s50_1"
  cp_slowest_cell: "clkdlybuf4s50_1"
  arrival_ns: 2.69
finish:
  post-route-util: 0.378
  layout-drive-gt1-share: 0.0735
  flop_area_um2: 0
  flop-count: 0
  nClkBuffers: 0
  fill_cells: 354
  area_growth_pct: 161
global_routing:
  grt_max_degree: 19
  grt_pass1_wl_um: 4670
  grt_util_all_layers: 0.0887
  grt_pass1_vias: 921
  grt_overflow_total: 0
  grt_antenna_before_repair: 0
run:
  log.warning_count: 32
  max-cap-violations: 0
detailed_routing:
  drt_iter0_markers: 5
  avgRoutedWirePerCell_um: 16.9
  ant_nets: 0
  avgViaCountPerCell: 4.59
  drcViolationCount: 0
  first_pass_iters: 4
  drt_wl_total_um: 3070
  num_vias: 836
  diodes: 0
placed_design:
  pre_cts_slack_ns: 0.249
  port_buffers: 73
  hpwl_um: 2600
  place_congestion: 0.771
status:
  status: "completed"
min_path:
  hold_path.class: "in -> out"
==> per-stage QoR <==
step,instance area (µm²),cells
floorplan,494,62
global placement,1290,182
finish,1290,182
detailed placement,1290,182
global route,1290,182
CTS,1290,182
==> per-layer routing <==
| layer | track usage | wire [µm] |
|---|---|---|
| met1 | 0.103 | 1260 |
| met2 | 0.157 | 1410 |
| met3 | 0.0352 | 393 |
| met4 | 0 | 0 |
| met5 | 0 | 0 |
==> final timing paths <==
| path | cells past startpoint | start | slack, ns | to |
|---|---|---|---|---|
| worst max-delay path | 5 | func3[2] | 0.27 | store_data[3] |
| worst min-delay path | 3 | store_data_raw[19] | 2.47 | store_data[19] |
==> cells by family (layout without fill, tap and decap cells) <==
kind of cell,Yosys count,in the layout,share of synthesized area
buffers and inverters,5,79,0.0734
AND/OR/NAND/NOR,29,29,0.418
AND-OR/OR-AND,28,28,0.509
==> critical path, delay by kind of cell <==
family          cells  cell delay [ns]
buf+inv             2             1.00
simple gates        2             0.50
compound gates      1             0.45
==> placed cells by master, fill, tap and decap left out <==
master / count
clkdlybuf4s50_1: 73
a22o_1: 15
and2_1: 9
and3_1: 8
a221o_1: 8
buf_4: 6
nor2b_1: 2
or2_1: 2
nor3_1: 1
nor2b_2: 1
nor3b_1: 1
and3b_1: 1
nor4b_4: 1
o21ai_0: 1
nor2_1: 1
nand3_1: 1
a211oi_1: 1
o21a_1: 1
nor3b_2: 1
a21boi_2: 1
a211o_1: 1
==> power groups by stage <==
stage	Clock (W)	Combinational [W]	Sequential, W
finish	0	0.0000912	0
global route	0	0.0000989	0
CTS	0	0.0000925	0
==> cell type report <==
class	instances	area, µm²	area share
multi-input cells	57	458	0.355
well taps	46	57.6	0.0446
repair buffers	79	776	0.601
Power figures rest on the tool's default switching activity, not on a simulated workload.
