==> design/flow/design.v <==
`timescale 1ns / 1ps
module alu (
    input logic [31:0] src1,
    input logic [31:0] src2,
    input logic [ 3:0] alu_control,
    input logic [ 4:0] shamt,
    output logic [31:0] alu_result,
    output logic zero,
    output logic last_bit
);
  wire signed [31:0] src1_s = src1;
  localparam logic [3:0] ALU_ADD  = 4'b0000;
  localparam logic [3:0] ALU_SUB  = 4'b0001;
  localparam logic [3:0] ALU_AND  = 4'b0010;
  localparam logic [3:0] ALU_OR   = 4'b0011;
  localparam logic [3:0] ALU_SLL  = 4'b0100;
  localparam logic [3:0] ALU_SLT  = 4'b0101;
  localparam logic [3:0] ALU_SRL  = 4'b0110;
  localparam logic [3:0] ALU_SLTU = 4'b0111;
  localparam logic [3:0] ALU_XOR  = 4'b1000;
  localparam logic [3:0] ALU_SRA  = 4'b1001;
  always_comb begin : alu_logic
    case (alu_control)
      ALU_ADD:  alu_result = src1 + src2;
      ALU_SUB:  alu_result = src1 - src2;
      ALU_AND:  alu_result = src1 & src2;
      ALU_OR:   alu_result = src1 | src2;
      ALU_SLL:  alu_result = src1 << shamt;
      ALU_SLT:  alu_result = {31'b0, $signed(src1) < $signed(src2)};
      ALU_SRL:  alu_result = src1 >> shamt;
      ALU_SLTU: alu_result = {31'b0, src1 < src2};
      ALU_XOR:  alu_result = src1 ^ src2;
      ALU_SRA:  alu_result = src1_s >>> shamt;
      default:  alu_result = 32'b0;
    endcase
    zero = (alu_result == 32'b0);
    last_bit = alu_result[0];
  end
endmodule
==> design/flow/run.sh <==
#!/bin/bash
# OpenROAD 26Q1-2900-gdf79404cd8, Yosys 0.63+post, stock flow scripts
make -C /OpenROAD-flow-scripts/flow DESIGN_CONFIG=/design/flow/config.mk WORK_HOME=/design/flow/orfs finish
==> design/flow/config.mk <==
export PLATFORM = sky130hd
export DESIGN_NAME = alu
export DESIGN_NICKNAME = alu
export VERILOG_FILES = /design/flow/design.v
export SDC_FILE = /design/flow/constraint.sdc
export NUM_CORES = 4
export LEC_CHECK = 1
export CORE_UTILIZATION = 50
==> design/flow/constraint.sdc <==
current_design alu

set clk_period 18.3
set clk_io_pct 0.2

create_clock -name clk0 -period $clk_period

set non_clock_inputs [all_inputs -no_clocks]
set_input_delay [expr $clk_period * $clk_io_pct] -clock clk0 $non_clock_inputs
set_output_delay [expr $clk_period * $clk_io_pct] -clock clk0 [all_outputs]
==> impl_metrics.ini <==
; yosys + openroad results
[power_and_ir_drop]
p_per_area_nw_per_um2 = 32.00
leakagePower_nw = 4.374
ir_drop_mv = 0.01966
total_power_mw = 0.3443

[routing]
route.detailed.drc = 0
num_antenna_cells = 0
route.detailed.wl_per_inst_um = 26.74
drtIter0Drc = 1464
ant_nets = 0
vias = 11870
routed_wl_um = 44300
drt_pre_antenna_iters = 6
vias_per_cell = 7.164

[logic_synthesis]
yosysTopAreaCell = ha_1
ys_sh_xor_pct = 1.446
yosys_warnings = 1
yosys.area_share.aoi_pct = 34.16
simple_gate_area_share_pct = 21.51
topCombFamilyByArea = AND-OR/OR-AND gates
yosys_cells = 1372
syn_inst = 1372
ys_sh_adder_pct = 12.81
synth.mux.area_fraction_pct = 20.24
syn_avg_cell_area_um2 = 7.064
synth_cell_types = 93
seq_area_frac_synth_pct = 0
ys_chip_area_um2 = 9692
top_cell = nand2_1
area_leaders = ha_1, mux4_2, mux2i_1
syn_area_um2 = 9692
synthTopCellsByCount = nand2_1, nor2_1, a21oi_1
synth.top_cell.area_share_pct = 12.39

[critical_path]
crit_path_start_kind = primary input
cp_max_fo = 11
critPathKind = in -> out
cp_data_arrival_time_ps = 9070
critPathRequiredTime_ps = 14640
endpoint_kind = primary output

[place]
dp.cells = 1657
portBuffers = 107
routabilityCongestion = 1.107
hpwlAfterDp_um = 34810

[layout]
nClkBuffers = 0
finalNonFillerCells = 1657
syn2layout_area_growth_pct = 11.00
drive_above_1_share_pct = 8.948
final-seq-area_um2 = 0
final_util_pct = 57.13
flop-count = 0

[final_timing]
drv_slew = 0
hold_viol = 0
worst_slew_pin_slew_ps = 941.8
setup_violations = 0
post-route-period-util_pct = 69.57
rsz0062_at_grt = no
max_freq_mhz = 78.54
fin_tns_setup_ps = 0
timing.slew.headroom_pct = 36.98
fin_crit_ps = 12730

[global_routing]
grt_use_total_pct = 45.29
antenna_found_initial = 0
grt_max_degree = 63
grt_pass1_wl_um = 66280
grt_pass1_vias = 10810
grt-ovfl-total = 0

[clock_network]
cts_setup_buffers = 0
cts_resized = 0
cts_hold_buf = 0

[floorplanning]
die_h_um = 141.2
die_x_um = 141.2
initCoreUtil_pct = 51.47
placementRows = 50
pin_count = 107
chip_area_um2 = 19940
core_area_um2 = 18830

[run]
log.warning_count = 97
maxCapViolations = 0

[hold_path]
whs_endpoint = alu_result[12]
hp-start = alu_control[0]
min_path_type = in -> out
hold_depth = 5

[run_status]
status = finished, final reports clean
==> cell type report <==
type,instances,area [um2]
Fill cell,1831,8073
Inverter,107,401.6
Multi-Input combinational cell,1154,8762
Tap cell,260,325.3
Timing Repair Buffer,136,1269
==> routing by layer <==
metal,vias up,part of all wire (%),global-route usage [%]
met5,-,0,0
met4,0,7.0,24.49
met3,164,11,10.28
met2,865,43,68.73
met1,5539,39,60.35
li1,5303,-,-
==> critical path, stage by stage <==
cell             delay [ps]
clkdlybuf4s50_1         790
inv_1                   100
ha_1                    610
inv_1                   260
a2111oi_0               530
a211oi_1                200
nor3_1                  530
a31oi_1                 320
xor2_1                  200
o221ai_1                140
or2_2                   330
nor4_1                  420
nand4bb_1               230
nor4_2                  240
clkdlybuf4s50_1         500
==> kinds of logic after synthesis <==
| kind of cell | after synthesis |
|---|---|
| buffers and inverters | 218 |
| AND/OR/NAND/NOR | 433 |
| adder cells (fa/ha/maj) | 98 |
| multiplexers | 128 |
| XOR/XNOR | 16 |
| AND-OR/OR-AND | 479 |
==> report_power, final <==
part / switching, mW / internal [mW] / leakage [nW]
combinational: 0.207 / 0.137 / 4.37
sequential: 0 / 0 / 0
clock: 0 / 0 / 0
total: 0.207 / 0.137 / 4.37
==> layout by cell type (no fill, tap or decap), types with 11 or more instances in the layout <==
cell type	instances
xnor2_1	13
a221oi_1	16
or2_2	11
nand3_1	30
mux2_2	19
mux4_2	35
nor3_1	37
o22ai_1	18
clkdlybuf4s50_1	102
mux4_1	13
mux2i_1	58
ha_1	96
nand2b_1	16
nand2_1	129
o21ai_0	85
o211ai_1	24
a21oi_1	111
nor2_1	123
a31oi_1	18
a21o_1	11
buf_4	31
nor2b_1	11
inv_1	104
a211oi_1	30
o221ai_1	15
o31ai_1	19
==> stage by stage <==
stage / hold WS, ps / setup WS, ps / instance area [um2]
final: 8578 / 5568 / 10760
after global placement: 8549 / 5780 / 10760
after CTS: 8557 / 5788 / 10760
after floorplan: 7552 / 7961 / 9692
after detailed placement: 8550 / 5814 / 10760
after global routing: 8630 / 5313 / 10760
==> how the worst max path moves through the flow <==
stage	start	endpoint	slack, ps	cells after the start
4_1_cts	src1[10]	zero	5790	15
5_1_grt	src1[10]	zero	5310	15
6_report	src1[10]	zero	5570	15
Power is estimated from default activity; no workload was simulated.
