### flow/config.mk
export PLATFORM = sky130hd
export DESIGN_NAME = regfile
export DESIGN_NICKNAME = regfile
export VERILOG_FILES = /design/flow/design.v
export SDC_FILE = /design/flow/constraint.sdc
export NUM_CORES = 4
export LEC_CHECK = 1
export CORE_UTILIZATION = 30
### flow/constraint.sdc
current_design regfile

set clk_period 24.2
set clk_io_pct 0.2

create_clock -name clk0 -period $clk_period [get_ports {clk}]

set non_clock_inputs [all_inputs -no_clocks]
set_input_delay [expr $clk_period * $clk_io_pct] -clock clk0 $non_clock_inputs
set_output_delay [expr $clk_period * $clk_io_pct] -clock clk0 [all_outputs]
### flow/design.v
`timescale 1ns / 1ps
module regfile (
    input logic clk,
    input logic rst_n,
    input logic [4:0] address1,
    input logic [4:0] address2,
    input logic write_enable,
    input logic [31:0] write_data,
    input logic [4:0] address3,
    output logic [31:0] read_data1,
    output logic [31:0] read_data2
);
  reg [31:0] registers[32];
  always_ff @(posedge clk) begin
    if (rst_n == 1'b0) begin
      for (int i = 0; i < 32; i++) registers[i] <= 32'b0;
    end   
    else if (write_enable == 1'b1 && address3 != 0) begin
      registers[address3] <= write_data;
    end
  end
  always_comb begin : readLogic
    read_data1 = (address1 == 5'd0) ? 32'b0 : registers[address1];
    read_data2 = (address2 == 5'd0) ? 32'b0 : registers[address2];
  end
endmodule
### flow/run.sh
#!/bin/bash
# OpenROAD 26Q1-2900-gdf79404cd8, Yosys 0.63+post, stock flow scripts
make -C /OpenROAD-flow-scripts/flow DESIGN_CONFIG=/design/flow/config.mk WORK_HOME=/design/flow/orfs finish
==> run summary <==
Outcome - finished clean
Port Buffers - 113
TritonCTS Buffers - 111
Yosys Instances - 3507
CP endpoint kind - output pin
Final Hold Viols - 0
Total negative slack - 0 ps
WP depth - 9
Cts repair resizes - 0
Avg WL per Cell - 31.27 µm
Main area contributors - edfxtp_1 57%, mux4_2 20%, and2_1 11%, mux2i_1 2.8%, clkbuf_1 1.9%
Hold Buf Count CTS - 0
Num ports - 114
Die area - 182500 µm²
Initial antenna violation count - 11
Core footprint - 179000 µm²
Number of flip-flops in the largest register - 1024
Total Wirelength - 188200 µm
Hold crit path type - in2reg
CP bufs+invs - 5
Distinct cell type count after synthesis - 45
Period minus WS final - 13900 ps
P_sw - 1069 µW
Largest net degree at the start of global routing - 73
Highest net fanout along the worst path - 72
RSZ-0062 raised after global routing - false
CTS tree - yes
List of most frequent post-synthesis cells - 1024 x edfxtp_1, 995 x and2_1, 472 x mux4_2
Synth top cell by count - edfxtp_1
Vias per cell - 5.469
TritonCTS Sinks - 1024
Area share of the largest cell type after synthesis - 56.70%
CP top delay family - buffers and inverters
Antenna-violating nets left - 0
H-tree level count - 3
Ys async rst share - 0%
Final worst path period share - 57.44%
Static leakage - 0.02081 µW
Synth Flop Type - edfxtp_1
Grt ovf - 0
Clock network fraction of design power - 39.0%
Worst path most repeated cell - buf_4
CP Capture Point - read_data2[13]
FMAX - 71.94 MHz
Post-synth EDFFs - 1024
Layout cell share with drive strength beyond 1 - 25.37%
Sequential power share - 48.7%
Num rows - 155
Clk slew on worst S/H paths - 70 ps
Slowest CP cell - a2111oi_1
Dpl cells - 5807
Synth flops - 1024
Tot GR Track Use - 22.21%
Setup CP Type - in2out
Deepest clock path buffer count - 3
Vias in the first global route - 35870
Registers with the most flip-flops - registers: 1024 flops
Top reg by flops - registers
Die Width - 427.2 µm
Cells along the critical path - buf_8 > buf_12 > buf_4 > mux4_2 > a22o_1 > a2111oi_1 > buf_4 > nor3_1 > clkdlybuf4s50_1
Root buffer cell - clkbuf_16
Peak supply drop - 54.44 µV
FILL cells - 16640
First drt pass iteration count - 7
Final HPWL DP - 111600 µm
Syn Area/Cell - 15.46 µm²
Max_cap viols - 0
Max incr delay on CP - 960 ps
Logic pwr share - 12.4%
Log Warnings - 26
Slew HR - 7.796%
Sequential-to-total area share from yosys stat - 56.70%
Slew Limit Fails - 0
Drt first-iter violations - 2138
Yosys Chip Area - 54230 µm²
CP Launch Type - input port
Die Span Y - 427.2 µm
GPL Wtd Cong - 0.9090
Post-Synthesis Cells - 3507
Area leader, netlist - edfxtp_1
Synth Cell Area - 54230 µm²
Area growth from synthesis to layout - 14.65%
Internal power - 3244 µW
Worst slew pin tran - 1380 ps
# DRC - 0
Critical Path AT - 9060 ps
Switch share - 24.79%
CP startpoint - address2[0]
Number of setup buffers added after CTS - 0
PwrDens - 69.37 nW/µm²
Final instance count without filler cells - 6018
Synth warn - 1
First-pass GRT wire length - 265600 µm
Worst endpoint required time - 19360 ps
Vias - 32910
Initial Util - 30.30%
# setup viols final - 0
[cells by family (layout without fill, tap and decap cells)]
logic type | Yosys count | in the layout | share of synthesized area [%]
AOI/OAI and AO/OA | 290 | 290 | 3.918
DFF | 1024 | 1024 | 56.70
muxes | 652 | 652 | 22.99
other | 1 | 37 | 0.006915
buffers and inverters | 392 | 512 | 3.410
and+or+nand+nor | 1148 | 1148 | 12.97
[per-layer routing]
layer | share of wire [%] | up-vias | wire (µm) | GRT usage [%]
met5 | 0.14 | - | 271 | 1.402
li1 | - | 13730 | - | -
met2 | 46 | 2475 | 86020 | 32.84
met4 | 5.7 | 4 | 10730 | 9.357
met3 | 17 | 451 | 32030 | 16.51
met1 | 31 | 16260 | 59150 | 23.92
[stage by stage]
| stage | cell area (µm²) | util, % | worst slack (ps) | total power [µW] | hold slack [ps] |
|---|---|---|---|---|---|
| after floorplan | 54350 | - | 12940 | 2427 | 5038 |
| after detailed placement | 58650 | 32.77 | 10360 | 2666 | 5583 |
| final | 62180 | 34.74 | 10300 | 4314 | 4825 |
| after global routing | 62170 | 34.73 | 10090 | 4435 | 4802 |
| after global placement | 58650 | 32.77 | 10360 | 2663 | 5577 |
| after CTS | 62170 | 34.73 | 10340 | 4333 | 4792 |
[cell usage in the layout, fill, tap and decap left out, types with 7 or more instances in the layout]
cell and instances:
edfxtp_1 1024, and2_1 994, mux4_2 472, buf_4 189, mux2i_1 150, clkbuf_16 112
o22ai_1 103, clkdlybuf4s50_1 103, nor3_1 54, a22o_1 51, clkinv_1 37, conb_1 32
a2111oi_1 31, o21ai_4 31, mux2_2 30, nor2_4 25, a2111oi_0 22, clkbuf_1 20
clkinv_2 17, a22oi_1 16, a21oi_1 12, nor2b_1 12, bufinv_16 11, nand2_1 9
a211oi_1 7, nor2_2 7
[cell type report]
class,instances,area (µm²),share of cell area [%]
diodes,5,12.51,0.02012
clock buffers,132,2878,4.628
clock inverters,74,634.4,1.020
inverters,3,11.26,0.01811
multi-input cells,2122,22350,35.95
flip-flops and latches,1024,30750,49.45
well taps,2355,2947,4.739
repair buffers,303,2595,4.173
[power by group through the flow]
stage	combinational [µW]	sequential, µW	clock (µW)
final	533	2100	1680
after global routing	559	2110	1760
after CTS	534	2100	1700
[how the worst min path moves through the flow]
stage / slack (ps) / to / startpoint / depth (start not counted)
after CTS: 4790 / registers[15][14]$_SDFFCE_PN0P_ / rst_n / 2
after global routing: 4800 / registers[15][14]$_SDFFCE_PN0P_ / rst_n / 2
final: 4820 / registers[15][14]$_SDFFCE_PN0P_ / rst_n / 2
Power and IR drop assume default switching activity.
